===== run.sh =====
#!/bin/bash
# OpenROAD 26Q1-2900-gdf79404cd8, Yosys 0.63+post, stock flow scripts
make -C /OpenROAD-flow-scripts/flow DESIGN_CONFIG=/design/flow/config.mk WORK_HOME=/design/flow/orfs finish

===== config.mk =====
export PLATFORM = sky130hd
export DESIGN_NAME = uart_tx
export DESIGN_NICKNAME = uart_tx
export VERILOG_FILES = /design/flow/design.v
export SDC_FILE = /design/flow/constraint.sdc
export NUM_CORES = 4
export LEC_CHECK = 1
export CORE_UTILIZATION = 40

===== constraint.sdc =====
current_design uart_tx

set clk_period 2.1
set clk_io_pct 0.2

create_clock -name clk0 -period $clk_period [get_ports {i_Clock}]

set non_clock_inputs [all_inputs -no_clocks]
set_input_delay [expr $clk_period * $clk_io_pct] -clock clk0 $non_clock_inputs
set_output_delay [expr $clk_period * $clk_io_pct] -clock clk0 [all_outputs]

===== design.v =====
`timescale 1ns / 1ps
(* DONT_TOUCH = "true" *) module APUF_CTRL(
    input clk,
    input rx,
    output tx
   );
	parameter __OUT_BYTE_COUNT = 1;
    reg rst = 1;
    reg [7:0] tx_data;
    wire [7:0] tx_output;
    reg tx_valid = 0;
    wire tx_active;
    reg prev_tx_active = 0;
    wire tx_ready;
    reg [15:0] rx_data;
    wire [7:0] rx_input;
    wire rx_valid;
    reg prev_rx_valid = 0;
    reg rx_ready = 1;
    reg [3:0]in_byte_count = 0;
    reg [1:0]out_byte_count = 0;
    assign tx_output = tx_data[7:0];
    reg 	[15:0]	challenge;
    reg 	[7:0]	rsp_counter;
    reg             preset = 0;
    reg             signal = 0;
    wire        	response;
    wire tx_done;
    uart_rx URX(clk, rx, rx_valid, rx_input);
    uart_tx UTX(clk, tx_valid, tx_output, tx_active, tx, tx_done);
    arbiterpuf A(clk, signal, challenge, response);
    always @(posedge clk) begin
        if (rst) begin
            rst         <= 0;
            tx_valid    <= 1;
            tx_data     <= 0;
            challenge   <= 0;
        end
        else begin
            if (~prev_rx_valid && rx_valid) begin
                if (in_byte_count < 2) begin
                    challenge       <= 0;
                    rx_data         <= (rx_data << 8) | rx_input;
                    in_byte_count   <= in_byte_count + 1;
                end
            end
            else if (in_byte_count == 2) begin 
                challenge      <= rx_data;
                rsp_counter    <= 0;
                preset         <= 1;
                signal         <= 0;
            end
            prev_rx_valid <= rx_valid;
            if (preset) begin
                rsp_counter     <= rsp_counter + 1;
                if (rsp_counter == 8'hFF) begin  
                   rsp_counter   <= 0;
                   in_byte_count <= 0;
                   signal        <= 1;
                   preset        <= 0;
                end
            end
            if (signal) begin
                rsp_counter     <= rsp_counter + 1;
                if (rsp_counter     == 8'hFF) begin
                    tx_data         <= response;
                    signal          <= 0;
                    out_byte_count  <= __OUT_BYTE_COUNT;
                    tx_valid        <= 1;
                end
            end
            if (tx_done == 1) begin
                tx_data         <= (tx_data >> 8);
                out_byte_count  <= out_byte_count - 1;
                if (out_byte_count - 1 == 0) begin
                    tx_valid    <= 0;
                end
            end
            prev_tx_active <= tx_active;
        end
    end
endmodule
module uart_tx 
  #(parameter CLKS_PER_BIT=105)  
  (
   input       i_Clock,
   input       i_Tx_DV,
   input [7:0] i_Tx_Byte, 
   output      o_Tx_Active,
   output reg  o_Tx_Serial,
   output      o_Tx_Done
   );
  parameter s_IDLE         = 3'b000;
  parameter s_TX_START_BIT = 3'b001;
  parameter s_TX_DATA_BITS = 3'b010;
  parameter s_TX_STOP_BIT  = 3'b011;
  parameter s_CLEANUP      = 3'b100;
  reg [2:0]    r_SM_Main     = 0;
  reg [20:0]   r_Clock_Count = 0;
  reg [2:0]    r_Bit_Index   = 0;
  reg [7:0]    r_Tx_Data     = 0;
  reg          r_Tx_Done     = 0;
  reg          r_Tx_Active   = 0;
  always @(posedge i_Clock)
    begin
      case (r_SM_Main)
        s_IDLE :
          begin
            o_Tx_Serial   <= 1'b1;          
            r_Tx_Done     <= 1'b0;
            r_Clock_Count <= 0;
            r_Bit_Index   <= 0;
            if (i_Tx_DV == 1'b1)
              begin
                r_Tx_Active <= 1'b1;
                r_Tx_Data   <= i_Tx_Byte;
                r_SM_Main   <= s_TX_START_BIT;
              end
            else
              r_SM_Main <= s_IDLE;
          end  
        s_TX_START_BIT :
          begin
            o_Tx_Serial <= 1'b0;
            if (r_Clock_Count < CLKS_PER_BIT-1)
              begin
                r_Clock_Count <= r_Clock_Count + 1;
                r_SM_Main     <= s_TX_START_BIT;
              end
            else
              begin
                r_Clock_Count <= 0;
                r_SM_Main     <= s_TX_DATA_BITS;
              end
          end  
        s_TX_DATA_BITS :
          begin
            o_Tx_Serial <= r_Tx_Data[r_Bit_Index];
            if (r_Clock_Count < CLKS_PER_BIT-1)
              begin
                r_Clock_Count <= r_Clock_Count + 1;
                r_SM_Main     <= s_TX_DATA_BITS;
              end
            else
              begin
                r_Clock_Count <= 0;
                if (r_Bit_Index < 7)
                  begin
                    r_Bit_Index <= r_Bit_Index + 1;
                    r_SM_Main   <= s_TX_DATA_BITS;
                  end
                else
                  begin
                    r_Bit_Index <= 0;
                    r_SM_Main   <= s_TX_STOP_BIT;
                  end
              end
          end  
        s_TX_STOP_BIT :
          begin
            o_Tx_Serial <= 1'b1;
            if (r_Clock_Count < CLKS_PER_BIT-1)
              begin
                r_Clock_Count <= r_Clock_Count + 1;
                r_SM_Main     <= s_TX_STOP_BIT;
              end
            else
              begin
                r_Tx_Done     <= 1'b1;
                r_Clock_Count <= 0;
                r_SM_Main     <= s_CLEANUP;
                r_Tx_Active   <= 1'b0;
              end
          end  
        s_CLEANUP :
          begin
            r_Tx_Done <= 1'b1;
            r_SM_Main <= s_IDLE;
          end
        default :
          r_SM_Main <= s_IDLE;
      endcase
    end
  assign o_Tx_Active = r_Tx_Active;
  assign o_Tx_Done   = r_Tx_Done;
endmodule

==> commit_impl_results.txt <==
Refresh implementation metrics

- Worst-case headroom to the max-slew limit: 66.8%
- Sequential elements use 68.9% of the synthesized area.
- Clock transition time at the flip-flop clock pins of the worst setup and hold paths: 0.07 ns
- Least-Margin Pin Slew: 0.495 ns
- The synthesized design contains 38 register bits.
- Checking hold timing, the worst path is listed with class reg -> reg.
* Half-perimeter wire length after detailed placement: 1480 um
* Maximum vdd ir drop: 0.537 mV
- The via count of the first global-routing pass was 877.
* Yosys Warn Count: 1
- The clock drives 38 sinks.
* Number of violations reported at the end of detailed-routing iteration 0: 53
* Delay of the slowest critical-path stage: 0.62 ns
- Area Overhead vs Synth: 22.3%
- Gates resized during post-CTS repair numbered 0.
* Post-synthesis cell type count: 35
- Site row count: 22
- Std-Cell Core Area: 3770 sq um
* Pre-CTS setup slack: 0.290 ns
- Routed vias: 850
* Data required time at the worst endpoint: 2.25 ns
- The stat command in Yosys gives a chip area of 1610 sq um.
- The root buffer cell chosen for the clock tree is clkbuf_8.
- The first global-routing pass estimated 3890 um of wire.
* Maximum Capacitance Violations: 0
- The final critical path takes up 89.8% of the cycle.
- The report lists the power per cell area as 1250 nW/um^2.
- Once detail routing completed, the nets flagged for antenna violations numbered 0.
- Counting along the longest clock path gives a buffer depth of 2.
- DIE HEIGHT: 65.5 um
* Maximum number of pins on one net before global-route repair: 22
- Endpoints with negative setup slack in the final report add up to 0.
- DRT Wirelength: 2130 um
- Clock Skew: 0.00673 ns
* CTS buffer count: 5
- Cell with the biggest individual delay on the critical path: or4_4
- Average cell area after synthesis: 14.8 sq um
* Mean routed wirelength per cell: 11.3 um
- Endpoint type of the worst setup path: register
- Along the worst path, the maximum fanout reaches 7.
* Pre-antenna DRT Iters: 4
* Number of max-slew violations in the final report: 0
- Synthesis produced 109 cells.
* Number of standard cells reported by yosys: 109
- Status: finished, final reports clean
- The final timing report gives a worst setup slack of 0.213 ns.
- Cell chain of the critical path: nor4_2, nand2_1, or4_4, nor2_2
- The routed design ends up with an antenna cell count of 0.
* Leak Pwr: 0.722 nW
- Total die size: 4290 sq um
- The final weighted congestion recorded by global placement is 0.802.
- The number of antenna violations at the first check in global routing is 0.
* Number of buffers added for setup after CTS: 0
- Detailed-route DRC error count: 0
- TritonCTS built the clock tree.
- Global route total overflow: 0
* IO Port Bufs: 12
* CTS H-tree depth: 2
- Across every metal layer, demand over resource in global routing totals 12.8%.
- The tool warning count for the run is 25.
- Before any placement, the netlist area is recorded as 1610 sq um.
- In the routed layout, each cell is associated on average with a via count of 4.52.
- At the later pin of the worst-skew pair, clock insertion delay measures 0.28 ns.
- RSZ-0062 raised after global routing: false
* Critical setup path kind: reg -> reg
- Number of failing hold endpoints at the final stage: 0
* Hold buffers post-CTS: 0
- Arrival time worst endpoint: 2.03 ns
* Setup TNS: 0 ns
- In the final layout, the share of cells above drive strength 1 is 18.6%.
* Die outline width: 65.5 um
* Floorplan core density: 42.8%
* Final critical delay including setup and external delays: 1.89 ns
- 13 I/O pins were placed.
- CP Launch Type: register
- Achievable clock frequency: 0.530 GHz
## final timing paths
check	start	end	slack, ns	depth (start not counted)
setup / recovery	r_Clock_Count[16]	r_Clock_Count[4]	0.21	4
hold / removal	r_Clock_Count[0]	r_Clock_Count[0]	0.60	1
setup reg to reg	r_Clock_Count[16]	r_Clock_Count[4]	0.21	4
hold reg to reg	r_Clock_Count[0]	r_Clock_Count[0]	0.60	1
## registers in the layout (all words and copies together), names as in the netlist
name,cells
r_Tx_Data,8
r_Bit_Index,3
o_Tx_Serial,1
r_SM_Main,3
r_Clock_Count,21
r_Tx_Done,1
r_Tx_Active,1
## synth_stat cells (all sizes together)
library cell | count | area (sq um)
edfxtp | 35 | 1050
nor2 | 14 | 75.1
inv | 7 | 26.3
nand2 | 6 | 22.5
nand3 | 5 | 30.0
and3 | 3 | 18.8
dfxtp | 3 | 60.1
nor4 | 3 | 46.3
o21ai | 3 | 15.0
xnor2 | 3 | 26.3
a211oi | 2 | 15.0
a31oi | 2 | 12.5
buf | 2 | 16.3
clkbuf | 2 | 7.51
ha | 2 | 25.0
mux2i | 2 | 20.0
mux4 | 2 | 45.0
xor2 | 2 | 17.5
a21oi | 1 | 5.00
a311o | 1 | 10.0
and2 | 1 | 6.26
conb | 1 | 3.75
nor2b | 1 | 6.26
nor4b | 1 | 8.76
o211ai | 1 | 7.51
o21bai | 1 | 7.51
or3 | 1 | 7.51
or3b | 1 | 8.76
or4 | 1 | 11.3
## layout make-up
cell class	count	area, sq um
fillers	306	1800
flip-flops and latches	38	1110
multi-input cells	73	507
repair buffers	14	135
clock buffers	5	68.8
clock inverters	3	63.8
well taps	48	60.1
inverters	7	26.3
## kinds of logic after synthesis
logic type	after synthesis	share of synthesized area [%]
xor gates and xnor gates	5	2.72
AOI/OAI and AO/OA	11	4.50
other	1	0.233
DFF	38	68.9
and+or+nand+nor	37	15.0
adders and majority gates	2	1.55
buffers and inverters	11	3.10
muxes	4	4.03
## metrics by stage
| stage | total power, mW | instances | util, % | cell area [sq um] | hold WS (ns) |
|---|---|---|---|---|---|
| 2_1_floorplan | 1.61 | 122 | - | 1660 | 0.519 |
| 3_3_place_gp | 1.77 | 180 | 48.8 | 1840 | 0.595 |
| 3_5_place_dp | 1.79 | 180 | 48.8 | 1840 | 0.599 |
| 4_1_cts | 2.50 | 188 | 52.3 | 1970 | 0.610 |
| 5_1_grt | 2.63 | 188 | 52.3 | 1970 | 0.634 |
| 6_report | 2.47 | 188 | 52.3 | 1970 | 0.604 |
## layer usage
layer | up-vias | share of wire (%) | track usage, %
met5 | - | 0 | 0
met4 | 0 | 2.4 | 2.17
met3 | 5 | 4.5 | 4.40
met2 | 14 | 42 | 18.6
met1 | 384 | 51 | 20.8
li1 | 447 | - | -
## worst max-delay path, delay by kind of cell, from the launching register on
family | cells | cell delay (ns)
simple gates | 4 | 1.37
flops | 1 | 0.39
## where the power goes
| group | total, mW | switching, mW | internal [mW] |
|---|---|---|---|
| clock | 0.706 | 0.236 | 0.470 |
| sequential | 1.28 | 0.171 | 1.11 |
| combinational | 0.484 | 0.241 | 0.243 |
| total | 2.47 | 0.648 | 1.82 |
## layout by cell type (no fill, tap or decap), types with 3 or more instances in the layout
cell type / netlist / final
edfxtp_1: 35 / 35
conb_1: 1 / 14
clkdlybuf4s50_1: 0 / 12
inv_1: 7 / 7
nor2_1: 7 / 7
nand2_1: 6 / 6
nor2_2: 6 / 6
clkbuf_8: 0 / 5
nand3_1: 4 / 4
and3_1: 3 / 3
xnor2_1: 3 / 3
dfxtp_1: 3 / 3
Power is estimated from default activity; no workload was simulated.
