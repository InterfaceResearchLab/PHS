### ./run.sh
#!/bin/bash
# OpenROAD 26Q1-2900-gdf79404cd8, Yosys 0.63+post, stock flow scripts
make -C /OpenROAD-flow-scripts/flow DESIGN_CONFIG=/design/flow/config.mk WORK_HOME=/design/flow/orfs finish
### ./config.mk
export PLATFORM = sky130hd
export DESIGN_NAME = uart_rx
export DESIGN_NICKNAME = uart_rx
export VERILOG_FILES = /design/flow/design.v
export SDC_FILE = /design/flow/constraint.sdc
export NUM_CORES = 4
export LEC_CHECK = 1
export CORE_UTILIZATION = 40
### ./constraint.sdc
current_design uart_rx

set clk_period 2.8
set clk_io_pct 0.2

create_clock -name clk0 -period $clk_period [get_ports {i_Clock}]

set non_clock_inputs [all_inputs -no_clocks]
set_input_delay [expr $clk_period * $clk_io_pct] -clock clk0 $non_clock_inputs
set_output_delay [expr $clk_period * $clk_io_pct] -clock clk0 [all_outputs]
### ./design.v
`timescale 1ns / 1ps
(* DONT_TOUCH = "true" *) module APUF_CTRL(
    input clk,
    input rx,
    output tx
   );
	parameter __OUT_BYTE_COUNT = 1;
    reg rst = 1;
    reg [7:0] tx_data;
    wire [7:0] tx_output;
    reg tx_valid = 0;
    wire tx_active;
    reg prev_tx_active = 0;
    wire tx_ready;
    reg [15:0] rx_data;
    wire [7:0] rx_input;
    wire rx_valid;
    reg prev_rx_valid = 0;
    reg rx_ready = 1;
    reg [3:0]in_byte_count = 0;
    reg [1:0]out_byte_count = 0;
    assign tx_output = tx_data[7:0];
    reg 	[15:0]	challenge;
    reg 	[7:0]	rsp_counter;
    reg             preset = 0;
    reg             signal = 0;
    wire        	response;
    wire tx_done;
    uart_rx URX(clk, rx, rx_valid, rx_input);
    uart_tx UTX(clk, tx_valid, tx_output, tx_active, tx, tx_done);
    arbiterpuf A(clk, signal, challenge, response);
    always @(posedge clk) begin
        if (rst) begin
            rst         <= 0;
            tx_valid    <= 1;
            tx_data     <= 0;
            challenge   <= 0;
        end
        else begin
            if (~prev_rx_valid && rx_valid) begin
                if (in_byte_count < 2) begin
                    challenge       <= 0;
                    rx_data         <= (rx_data << 8) | rx_input;
                    in_byte_count   <= in_byte_count + 1;
                end
            end
            else if (in_byte_count == 2) begin 
                challenge      <= rx_data;
                rsp_counter    <= 0;
                preset         <= 1;
                signal         <= 0;
            end
            prev_rx_valid <= rx_valid;
            if (preset) begin
                rsp_counter     <= rsp_counter + 1;
                if (rsp_counter == 8'hFF) begin  
                   rsp_counter   <= 0;
                   in_byte_count <= 0;
                   signal        <= 1;
                   preset        <= 0;
                end
            end
            if (signal) begin
                rsp_counter     <= rsp_counter + 1;
                if (rsp_counter     == 8'hFF) begin
                    tx_data         <= response;
                    signal          <= 0;
                    out_byte_count  <= __OUT_BYTE_COUNT;
                    tx_valid        <= 1;
                end
            end
            if (tx_done == 1) begin
                tx_data         <= (tx_data >> 8);
                out_byte_count  <= out_byte_count - 1;
                if (out_byte_count - 1 == 0) begin
                    tx_valid    <= 0;
                end
            end
            prev_tx_active <= tx_active;
        end
    end
endmodule
module uart_rx 
  #(parameter CLKS_PER_BIT=105)	 
  (
   input        i_Clock,
   input        i_Rx_Serial,
   output       o_Rx_DV,
   output [7:0] o_Rx_Byte
   );
  parameter s_IDLE         = 3'b000;
  parameter s_RX_START_BIT = 3'b001;
  parameter s_RX_DATA_BITS = 3'b010;
  parameter s_RX_STOP_BIT  = 3'b011;
  parameter s_CLEANUP      = 3'b100;
  reg           r_Rx_Data_R = 1'b1;
  reg           r_Rx_Data   = 1'b1;
  reg [20:0]     r_Clock_Count = 0;
  reg [2:0]     r_Bit_Index   = 0;  
  reg [7:0]     r_Rx_Byte     = 0;
  reg           r_Rx_DV       = 0;
  reg [2:0]     r_SM_Main     = 0;
  always @(posedge i_Clock)
    begin
      r_Rx_Data_R <= i_Rx_Serial;
      r_Rx_Data   <= r_Rx_Data_R;
    end
  always @(posedge i_Clock)
    begin
      case (r_SM_Main)
        s_IDLE :
          begin
            r_Rx_DV       <= 1'b0;
            r_Clock_Count <= 0;
            r_Bit_Index   <= 0;
            if (r_Rx_Data == 1'b0)           
              r_SM_Main <= s_RX_START_BIT;
            else
              r_SM_Main <= s_IDLE;
          end
        s_RX_START_BIT :
          begin
            if (r_Clock_Count == (CLKS_PER_BIT-1)/2)
              begin
                if (r_Rx_Data == 1'b0)
                  begin
                    r_Clock_Count <= 0;   
                    r_SM_Main     <= s_RX_DATA_BITS;
                  end
                else
                  r_SM_Main <= s_IDLE;
              end
            else
              begin
                r_Clock_Count <= r_Clock_Count + 1;
                r_SM_Main     <= s_RX_START_BIT;
              end
          end  
        s_RX_DATA_BITS :
          begin
            if (r_Clock_Count < CLKS_PER_BIT-1)
              begin
                r_Clock_Count <= r_Clock_Count + 1;
                r_SM_Main     <= s_RX_DATA_BITS;
              end
            else
              begin
                r_Clock_Count          <= 0;
                r_Rx_Byte[r_Bit_Index] <= r_Rx_Data;
                if (r_Bit_Index < 7)
                  begin
                    r_Bit_Index <= r_Bit_Index + 1;
                    r_SM_Main   <= s_RX_DATA_BITS;
                  end
                else
                  begin
                    r_Bit_Index <= 0;
                    r_SM_Main   <= s_RX_STOP_BIT;
                  end
              end
          end  
        s_RX_STOP_BIT :
          begin
            if (r_Clock_Count < CLKS_PER_BIT-1)
              begin
                r_Clock_Count <= r_Clock_Count + 1;
                r_SM_Main     <= s_RX_STOP_BIT;
              end
            else
              begin
                r_Rx_DV       <= 1'b1;
                r_Clock_Count <= 0;
                r_SM_Main     <= s_CLEANUP;
              end
          end  
        s_CLEANUP :
          begin
            r_SM_Main <= s_IDLE;
            r_Rx_DV   <= 1'b0;
          end
        default :
          r_SM_Main <= s_IDLE;
      endcase
    end   
  assign o_Rx_DV   = r_Rx_DV;
  assign o_Rx_Byte = r_Rx_Byte;
endmodule  
==> results.json <==
{
  "whs_ns": 0.333,
  "ys_seq_share_pct": 50.4,
  "fp_util_pct": 41.8,
  "place_hpwl_microns": 2590,
  "ys_cells": 196,
  "cts_tree": "done",
  "grt_use_total_pct": 15.1,
  "ys_sh_xor_pct": 6.47,
  "power.density_nw_per_um2": 405,
  "postCtsHoldBufs": 0,
  "post_cts_buffers": 0,
  "ff_type": "edfxtp_1",
  "die_h_microns": 75.6,
  "viasPerCell": 5.34,
  "outcome": "complete, no violations",
  "grt_pass1_vias": 1304,
  "fin_setup_tns_ns": 0,
  "drive_gt1_share_pct": 12.1,
  "place_congestion": 0.773,
  "maxCapViolCount": 0,
  "simple_gate_area_share_pct": 22.4,
  "drt_iter0_drc": 36,
  "required_ns": 2.92,
  "drv_slew": 0,
  "ctsHtreeMaxLevel": 2,
  "hold_viol_final": 0,
  "placementRows": 26,
  "path_max_fanout": 22,
  "hold_start": "r_Rx_Data_R",
  "ys_warn_count": 1,
  "fmax_mhz": 492,
  "min_path_cells": 0,
  "log.warning_count": 29,
  "grt_overflow": 0,
  "antenna_found_initial": 0,
  "hold_class": "register to register",
  "r2r-end": "r_Clock_Count[1]",
  "worstRegToRegCells": 4,
  "crit_type": "register to register",
  "topCellsByArea": "edfxtp_1 46%, xor2_1 4.9%, dfxtp_1 4.6%, ha_1 3.5%, a21oi_1 3.2%",
  "io_pins": 11,
  "fp.dieW_microns": 75.6,
  "core_area_sq_um": 5170,
  "endpoint_kind": "register",
  "hold_path_end": "r_Rx_Data",
  "numCtsBuffers": 5,
  "synth_flop_count": 38,
  "r2r-start": "r_Clock_Count[9]",
  "largest_area_cell": "edfxtp_1",
  "synth_area_sq_um": 2160,
  "period_used_pct": 72.6,
  "antennaDiodeCount": 0,
  "post_cts_resize_count": 0,
  "drtAntennaViolNets": 0,
  "grt_start_max_net_pins": 23,
  "die-area_sq_um": 5710,
  "wl_microns": 3800,
  "syn_area_per_cell_sq_um": 11.0,
  "clockRootBuffer": "clkbuf_8",
  "startpoint_type": "register",
  "yosys-top-cells-count": "33 x edfxtp_1, 17 x nand2_1, 14 x a21oi_1",
  "worstSkewPairLatency_ns": 0.29,
  "grt_pass1_wl_microns": 6270,
  "synthTopLogicFamily": "simple AND/OR/NAND/NOR gates",
  "edf_count": 33,
  "adder_share_pct": 3.47,
  "worst-r2r-setup-slack_ns": 0.77,
  "ys_area_sq_um": 2160,
  "aoi_share_pct": 11.3,
  "drt_first_pass_iters": 4,
  "peakVddDrop_mv": 0.237,
  "clock_sinks": 38,
  "leakage_nw": 0.873,
  "clockBufferDepth": 2,
  "rsz0062_at_grt": "false",
  "ys_types": 42,
  "yosysMostFrequentCell": "edfxtp_1",
  "skew_ns": 0.00817,
  "max_slew.worst_pin.slew_ns": 0.695,
  "min_period_ns": 2.03,
  "async_flop_share_pct": 0,
  "wl_per_cell_microns": 13.7,
  "fin_util_pct": 46.3,
  "yosysTopAreaCellShare_pct": 45.8,
  "clk_pin_slew_ns": 0.07,
  "synthCells": 196,
  "worstPathArrival_ns": 2.16,
  "vias": 1478,
  "slew_headroom_pct": 53.5,
  "setup_viol": 0,
  "port_buffers": 10,
  "synthMuxAreaShare_pct": 2.08,
  "area_growth_pct": 10.5,
  "drc_errors": 0
}
-- where the power goes --
| group | switching, mW | internal (mW) |
|---|---|---|
| registers | 0.00213 | 0.607 |
| logic | 0.000569 | 0.00162 |
| clock network | 0.186 | 0.171 |
| total | 0.189 | 0.780 |
-- worst max-delay path, cell delays in order, from the launching register on --
cell	delay (ns)
edfxtp_1	0.52
nor4_4	0.32
nand4_2	0.21
or3b_4	0.59
a21boi_0	0.22
-- layout by cell type (no fill, tap or decap), drive strengths merged, types with 2 or more instances in the layout --
cell,count
clkinv,2
inv,6
or3,6
and3,4
nand3,10
nor2,11
nand4,9
dfxtp,5
ha,6
xnor2,4
or3b,2
nand2,17
edfxtp,33
clkdlybuf4s50,10
nor4,5
mux2,4
clkbuf,6
nand4b,2
buf,2
o21ai,13
a21oi,14
xor2,12
a22oi,6
and4,4
-- metrics by stage --
stage               instance area (sq um)  power (mW)  setup slack [ns]  std cells
global placement                     2310       0.624             0.793        269
global route                         2390        1.01             0.603        277
floorplan                            2160       0.622             0.267        196
detailed placement                   2310       0.624             0.774        269
finish                               2390       0.969             0.767        277
CTS                                  2390       0.982             0.770        277
-- cells by family (layout without fill, tap and decap cells) --
logic type | count (synthesis) | in the layout
muxes | 4 | 4
AOI/OAI and AO/OA | 38 | 38
xor gates and xnor gates | 16 | 16
adders and majority gates | 6 | 6
buffers and inverters | 15 | 26
DFF | 38 | 38
and+or+nand+nor | 79 | 79
-- cell type report --
type                       count  area [sq um]
fill                         482          2780
sequential                    38          1090
multi-input combinational    143           995
timing repair buffer          12           115
tap                           70          87.6
clock buffer                   6          72.6
inverter                       6          22.5
clock inverter                 2          8.76
-- registers in the layout, summed over array words and instances, names as in the netlist --
name / flops
r_Bit_Index: 3
r_Clock_Count: 21
r_Rx_Byte: 8
r_Rx_DV: 1
r_Rx_Data: 1
r_Rx_Data_R: 1
r_SM_Main: 3
-- routing by layer --
layer | track usage, % | wire (microns) | part of all wire (%) | vias up
met5 | 0 | 0 | 0 | -
met4 | 2.06 | 66 | 1.7 | 0
met3 | 3.35 | 98 | 2.6 | 7
met2 | 22.3 | 1690 | 44 | 20
met1 | 25.0 | 1950 | 51 | 691
li1 | - | - | - | 760
-- worst max path at each step --
stage / start / slack (ns) / endpoint
after CTS: r_Clock_Count[9] / 0.77 / r_Clock_Count[1]
after global routing: r_Clock_Count[0] / 0.60 / r_Clock_Count[1]
final: r_Clock_Count[9] / 0.77 / r_Clock_Count[1]
Power and IR drop assume default switching activity.
